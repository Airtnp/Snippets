==> flow/run.sh <==
#!/bin/bash
# OpenROAD 26Q1-2900-gdf79404cd8, Yosys 0.63+post, stock flow scripts
make -C /OpenROAD-flow-scripts/flow DESIGN_CONFIG=/design/flow/config.mk WORK_HOME=/design/flow/orfs finish
==> flow/config.mk <==
export PLATFORM = sky130hd
export DESIGN_NAME = Top
export DESIGN_NICKNAME = Top
export VERILOG_FILES = /design/flow/design.v
export SDC_FILE = /design/flow/constraint.sdc
export NUM_CORES = 4
export LEC_CHECK = 1
export CORE_AREA = 10 10 79 79
export DIE_AREA = 0 0 89 89
==> flow/constraint.sdc <==
current_design Top

set clk_period 1.3
set clk_io_pct 0.2

create_clock -name clk0 -period $clk_period [get_ports {clock}]

set non_clock_inputs [all_inputs -no_clocks]
set_input_delay [expr $clk_period * $clk_io_pct] -clock clk0 $non_clock_inputs
set_output_delay [expr $clk_period * $clk_io_pct] -clock clk0 [all_outputs]
==> flow/design.v <==
module Reg_N_bits (Q, Din, clock, load);
  parameter size = 8;
  input clock, load;
  input [size-1:0] Din;
  output [size-1:0] Q;
  reg [size-1:0] Q;
  always @ (posedge clock)
  begin
    if (load) Q <= Din; 
  end
endmodule
module Top(clock, reset, valid, Data_in, RxReg_out);
  parameter size = 8;
  parameter counter_size = 3; 
  parameter comparator_const = 3'd6;
  input clock, reset, valid, Data_in;
  output [size-1:0] RxReg_out;
  wire A_lt_B, w_unused_1, w_unused_2, w_unused_3, counter_clr, CE, RxReg_ld;
  wire [counter_size-1:0] count;
  wire [size-1:0] RS_out;
  controller                    CTRL (clock, reset, valid, A_lt_B, CE, counter_clr, RxReg_ld);
  counter_N_bit #(counter_size) CNT  (clock, counter_clr, CE, count);
  comparator    #(counter_size) CMP  (count, comparator_const, A_lt_B, w_unused_1, w_unused_2);
  shift_reg     #(size)         SR   (RS_out, , Data_in, clock);
  Reg_N_bits    #(size)         REG  (RxReg_out, RS_out, clock, RxReg_ld);
endmodule
module comparator(A, B, A_lt_B, A_eq_B, A_gt_B);
  parameter size = 3;
  input [size-1:0] A, B;
  output A_lt_B, A_eq_B, A_gt_B;
  assign A_lt_B = (A<B);
  assign A_eq_B = (A==B);
  assign A_gt_B = (A>B);
endmodule
module controller (clock, reset, valid, comp_out, count_en, count_clr, RxReg_ld);
  input 	clock, reset, valid, comp_out;
  output	count_en, count_clr, RxReg_ld;
  reg 		count_en, count_clr;
  reg [1:0]	curr_state, next_state;
  parameter Init 	= 2'b00;
  parameter Rec	= 2'b01;
  parameter Done	= 2'b10;
  always @(posedge clock or posedge reset)
    if (reset) 	curr_state <= Init;
    else			curr_state <= next_state;
  always @(curr_state or valid or comp_out)
    case (curr_state)
      Init: if (valid)    next_state <= Rec;
	         else          next_state <= Init;
      Rec:  if (comp_out) next_state <= Rec;
	         else          next_state <= Done;
      Done:               next_state <= Init;
      default:            next_state <= Init;
    endcase
  always @(curr_state) 
  begin  
    count_en  = 0;
    count_clr = 0;
    case (curr_state)
      Init: count_clr = 1;
	   Rec:  count_en  = 1;
    endcase 
  end
  assign RxReg_ld = ((curr_state==Done)&&(comp_out==0)) ? 1 : 0;
endmodule
module counter_N_bit (clock, clear, CE, Q);
  parameter N = 3;
  input 	clock, clear, CE;
  output	[N-1:0] 	Q;
  reg		[N-1:0] 	Q;
  always @  (posedge clock) 
    if (clear == 1'b1) Q <= 0; 
    else if (CE == 1'b1) Q <= Q + 1;
endmodule 
module shift_reg(Q, Dout, Din, clock);
  parameter size = 8;
  input clock, Din;
  output Dout;
  output [size-1:0] Q;
  reg [size-1:0] Q;
  always @ (posedge clock)
  begin
    Q[size-2:0] <= Q[size-1:1];
    Q[size-1]   <= Din;
  end
  assign Dout = Q[0];
endmodule
==> results.txt <==
On the backend side, the flow ran end to end.

The run finished with clean final reports. For this design, Yosys synthesis ends with a cell count of 37. For this run, the leading register cell type out of synthesis is dfxtp_1. The gate-level netlist out of Yosys references 17 unique cell types.

The utilization after layout stands at 18.5%. The first global-routing pass estimated roughly 1500 um of wire. The count of filler cells inserted in the layout stands at 482. The tree is rooted in a clkbuf_8. The smallest hold slack stands at roughly 170 ps. The CTS clock-pin slew for the worst setup and hold paths stands at 70 ps.

The mean instance size in the synthesized netlist stands at 17.3 um^2. The last timing report of the flow puts the setup violation total at 0. The mapped netlist covers 639 um^2. The share of total power dissipated in sequential elements is 60.7%.

The total inserted antenna cells stands at 0. The net switching power of the design stands at between 0.2 and 0.25 mW. Setup repair after global routing left no endpoint under its margin. The chip height stands at 89 um. The number of top-level pins stands at 12. The final timing summary puts the cycle share of the worst path at 86.7%.

The residual DRC count stands at 0. The H-tree depth reported by CTS stands at 1. The commonest cells after synthesis are dfxtp_1, edfxtp_1, dfrtp_1, inv_1, nor2_1. The adder-cell share of the synthesized area stands at 1.96%. The synthesized netlist has a Yosys-reported chip area of 639 um^2. The average vias per placed instance stands at 3.06. The tally of buffers added on design ports stands at 11. Grouping stages by cell kind, the critical path spends the most delay in simple AND/OR/NAND/NOR gates. Entering global routing, the biggest net connects 13 pins. In the final layout, the multi-input gates occupy 95.1 um^2.

Per the OpenROAD floorplan log, the width of the die is 89 um. The first detailed-routing pass took 2 iterations. The peak fanout along the critical path stands at 8. The weighted congestion at the end of routability-driven global placement stands at approximately 0.65. In this run the tools logged warnings totalling 25. The arrival time of the worst setup path stands at approximately 1100 ps. Among all cell types in the netlist, the one instantiated most often is dfxtp_1. In this run, the synthesized area fraction spent on xor and xnor cells is recorded as under 10%.

Per the STA report, the cell with the highest stage delay on the worst path is and3_1. Clock latency on the worst-skew pair, taken at its later pin, is ~250 ps. The setup path with the least slack is of type flip-flop to flip-flop. Across the VDD grid, the largest voltage drop is just under 0.4 mV.

For reference, the top logic cell family by area is simple AND/OR/NAND/NOR gates. In the final layout, flip-flops and latches occupy 537 um^2. The leakage power figure stands at 0.349 nW. The largest single stage delay on the critical path is 400 ps. The maximum count of clock buffers along a single path stands at 2. The part of the Yosys area used for sequential elements stands at 84.0%. The worst path setup slack after routing stands at 173 ps. The clock drives 22 sinks. Counting pins that exceed their max-slew limit in the final report gives 0. The capture point of the worst register-to-register path is recorded as REG.Q[3].

The total vias in the final route stands at 324. According to the timing report, the data required time at the worst endpoint equals about 1200 ps. The final hold violation count recorded for this run is 0. The number of antenna violations at the first check in global routing stands at 0. The part of the total power dissipated in the clock network stands at 38.4%.

TritonCTS built the clock tree. The flow measured a signed area growth from synthesis to layout of 34.8%. For flop-to-flop paths, the worst setup slack is 170 ps. The number of global-route vias before repair stands at 324. The path class of the tightest hold or removal check is primary input to asynchronous set/reset pin.

The script logs the mean routed wire length per placed instance as slightly below 9 um. Switching power as a fraction of the total was reported as 16.7%. Yosys attributes the largest share of cell area to edfxtp_1, dfxtp_1, dfrtp_1, dfstp_2, ha_1. The timing report notes that buffer and inverter cells on the critical path total 0. Prior to clock tree synthesis, the placed netlist has a worst setup slack of about 150 ps. The biggest area contributor in the post-synthesis netlist is edfxtp_1. Clock tree synthesis inserted a total of 3 buffers. The post-synthesis mux area share stands at 1.57%. Per the OpenROAD floorplan log, the area of the core is approximately 4700 um^2.

The initialized floorplan defines 25 standard-cell rows. The number of enable-type register cells in the synthesized netlist stands at 8. After global routing the overflow that remains totals 0. The die covers just under 8000 um^2. For this block, the routed nets add up to 944 um of wire. After Yosys synthesis, AND-OR and OR-AND compound gates account for 4.89% of the synthesized area. Logic depth along the worst register-to-register path is recorded as 1.

The setup skew after layout stands at 1.30 ps. The instance tally after logic synthesis stands at 37. Before placement the cells fill ~14% of the core. STA lists the startpoint of the worst register-to-register path as CNT.Q[1].

The share of flip-flops with an asynchronous set or reset stands at 13.6%. In the final layout, the share of cells above drive strength 1 is 13.5%. The Yosys warning count stands at 4. The number of violations of the max-capacitance limit stands at 0. Looking at the power breakdown, combinational cells take 1.0% of the total. The shortest period the worst path allows stands at 1130 ps. The total power density per cell area stands at 1400 nW/um^2. The slew at the pin closest to its max-slew limit stands at ~370 ps. The post-detailed-route count of antenna-violating nets stands at 0.

STA classifies the critical path endpoint as a flip-flop. In this run, synthesis produced a sequential element count of 22. The upper clock frequency limit stands at 887 MHz. In the power breakdown, the internal column shows between 1 and 1.5 mW. Per the synthesis report, the single largest cell type by area occupies 37.6% of cell area. The synthesized netlist devotes under 10% of its cell area to simple gates. The setup TNS stands at 0 ps. The overall track demand over capacity in global routing stands at 2.48%. The violation tally recorded at the end of detailed-routing iteration 0 is 8. STA classifies the critical path startpoint as a flip-flop.

Across all checked pins, the minimum headroom to the slew limit is 75.7%. The signal on the critical path passes through and3_1.
==> flip-flops by register name, summed over array words and instances, names as in the netlist <==
signal	count
CNT.Q	3
CTRL.curr_state	3
REG.Q	8
SR.Q	8
==> worst max-delay path by stage <==
| stage | from | end | cells past startpoint |
|---|---|---|---|
| global route | CNT.Q[1] | REG.Q[3] | 1 |
| finish | CNT.Q[1] | REG.Q[3] | 1 |
| CTS | CNT.Q[1] | REG.Q[3] | 1 |
==> placed cells by master (no fill, tap or decap) <==
master / instances
dfrtp_1: 2
mux2i_1: 1
xnor2_1: 1
a21oi_1: 1
and3_1: 1
clkdlybuf4s50_1: 3
nand3b_1: 1
dlygate4sd2_1: 8
inv_1: 2
dfstp_2: 1
edfxtp_1: 8
nand2_1: 1
dfxtp_1: 11
nor2_1: 2
clkbuf_8: 4
and3_2: 1
ha_1: 1
a21o_1: 1
a21bo_2: 1
a22o_1: 1
==> stage by stage <==
step / area (um^2) / std cells / power, mW
after CTS: 862 / 106 / 1.23
after floorplan: 639 / 37 / 0.748
after global placement: 817 / 102 / 0.759
after detailed placement: 817 / 102 / 0.759
after global routing: 862 / 106 / 1.26
final: 862 / 106 / 1.21
==> layer usage <==
layer / GRT usage [%] / wire (um) / vias up
met3: 1.65 / 114 / 2
met2: 3.86 / 448 / 8
met5: 0 / 0 / -
li1: - / - / 158
met1: 2.79 / 368 / 156
met4: 0.578 / 13 / 0
==> repair_timing <==
action	CTS	global route
hold buffers	0	0
gates resized	8	0
setup buffers	0	0
setup endpoints to repair	8	0
endpoints found under the hold margin	0	0
==> power by group through the flow <==
stage / Clock, mW / Sequential, mW / Combinational, mW
4_1_cts: 0.484 / 0.732 / 0.0119
5_1_grt: 0.510 / 0.734 / 0.0128
6_report: 0.463 / 0.732 / 0.0117
==> final cells by class <==
type	instances	area share, %
Multi-Input combinational cell	13	11.0
Tap cell	54	7.84
Sequential cell	22	62.3
Timing Repair Buffer	11	11.6
Clock buffer	4	6.39
Inverter	2	0.871
==> cells by family after synthesis <==
kind of cell	Yosys count
AND-OR/OR-AND	4
XOR/XNOR	1
adder cells (fa/ha/maj)	1
buffers and inverters	2
flip-flops	22
multiplexers	1
AND/OR/NAND/NOR	6
Power and IR drop assume default switching activity.
