<file path="/design/flow/run.sh">
#!/bin/bash
# OpenROAD 26Q1-2900-gdf79404cd8, Yosys 0.63+post, stock flow scripts
make -C /OpenROAD-flow-scripts/flow DESIGN_CONFIG=/design/flow/config.mk WORK_HOME=/design/flow/orfs finish
</file>
<file path="/design/flow/config.mk">
export PLATFORM = sky130hd
export DESIGN_NAME = memory
export DESIGN_NICKNAME = memory
export VERILOG_FILES = /design/flow/design.v
export SDC_FILE = /design/flow/constraint.sdc
export NUM_CORES = 4
export LEC_CHECK = 1
export CORE_UTILIZATION = 30
</file>
<file path="/design/flow/constraint.sdc">
current_design memory

set clk_period 4.4
set clk_io_pct 0.2

create_clock -name clk0 -period $clk_period [get_ports {clock}]

set non_clock_inputs [all_inputs -no_clocks]
set_input_delay [expr $clk_period * $clk_io_pct] -clock clk0 $non_clock_inputs
set_output_delay [expr $clk_period * $clk_io_pct] -clock clk0 [all_outputs]
</file>
<file path="/design/flow/design.v">
module memory (R_data, W_data, W_addr, R_addr, W_en, R_en, clock);
    parameter width = 32;
    parameter addr_width = 2;
    parameter number = 2**addr_width;
    output [width-1:0] R_data;
    input [width-1:0] W_data;
    input [addr_width-1:0] W_addr, R_addr;
    input W_en, R_en, clock;
    reg [width-1:0] R_data;
    reg [width-1:0] memory [number-1:0];
    always @(posedge clock) begin
        R_data = 'bz;
        if (W_en) memory[W_addr] = W_data;
        else if (R_en) R_data = memory[R_addr];  
    end
endmodule
</file>
==> flow_metrics.env <==
# flow metrics
export IMPL_worstSetupPathType="primary input to flip-flop"
export IMPL_ys_ff=160
export IMPL_grt_overflow_total=0
export IMPL_path_clk_slew_ns=0.06
export IMPL_post_cts_resized=0
export IMPL_crit_required_ns=4.48
export IMPL_finalWirelength_um=8692
export IMPL_syn_inst=203
export IMPL_hp_class="flip-flop to flip-flop"
export IMPL_hold_end="R_data[23]"
export IMPL_antenna_cells=0
export IMPL_initCoreUtil=0.3082
export IMPL_tightest_slew_ns=0.5985
export IMPL_vias=2307
export IMPL_gp_congestion=0.7043
export IMPL_fmax_ghz=0.4555
export IMPL_drc=0
export IMPL_finalCriticalPeriod_ns=2.195
export IMPL_use_met1=0.1443
export IMPL_rows=48
export IMPL_synth_cell_types=10
export IMPL_fillers=1519
export IMPL_routed_via_density=4.369
export IMPL_synth_area_um2=5330
export IMPL_layout_area_seq_um2=4484
export IMPL_stdcell_count=528
export IMPL_use_met2=0.1613
export IMPL_ys_warn_count=3
export IMPL_clk_latency_ns=0.41
export IMPL_vdd_drop_max_mv=0.2659
export IMPL_warnings=26
export IMPL_adder_share=0
export IMPL_slowest_delay_ns=0.51
export IMPL_dr_first_iter_drc_count=91
export IMPL_ctsHoldBuffers=0
export IMPL_ys_sh_simple=0.005869
export IMPL_die_h_um=135.3
export IMPL_grt_pass1_wl_um=13520
export IMPL_final_setup_tns_ns=0
export IMPL_drv_slew=0
export IMPL_drt_first_pass_iters=3
export IMPL_cts_setup_buffers=0
export IMPL_lay_top_count="edfxtp_1"
export IMPL_timing_rr_start="memory[2][24]"
export IMPL_pwr_density_cell_nw_per_um2=488.7
export IMPL_ys_cells=203
export IMPL_cts_buffer_depth=2
export IMPL_grt_util_all_layers=0.1087
export IMPL_logic_family="multiplexers"
export IMPL_yosys_stat_chipArea_um2=5330
export IMPL_endpoint_kind="flip-flop"
export IMPL_grt_met3_usage=0.06949
export IMPL_reg2reg_to="R_data[24]"
export IMPL_synth_xor_area_share=0
export IMPL_cap_violations=0
export IMPL_grt_busiest_layer="met2"
export IMPL_ant_nets=0
export IMPL_status="complete, no violations"
export IMPL_antenna_found_initial=0
export IMPL_setup_ws_ns=2.205
export IMPL_hp_start="memory[0][23]"
export IMPL_rr_worst_depth=1
export IMPL_hold_viol=0
export IMPL_logic_area_um2=768.2
export IMPL_final_cell_mix="128 x edfxtp_1, 67 x clkdlybuf4s50_1, 32 x dfxtp_1"
export IMPL_htreeDepth=4
export IMPL_cts_buffers=17
export IMPL_postSynthSeqShare=0.8413
export IMPL_skew_ns=0.007677
export IMPL_reg2reg_slack_ns=3.40
export IMPL_ys_sh_aoi=0
export IMPL_drive_gt1_frac=0.2442
export IMPL_cts_root_buf="clkbuf_16"
export IMPL_io_buffers=69
export IMPL_crit_chain="clkdlybuf4s50_1 > and3b_2 > buf_4"
export IMPL_grt_pass1_vias=2521
export IMPL_p_leak_nw=2.262
export IMPL_die_w_um=135.3
export IMPL_grt_max_degree=33
export IMPL_cts_tree="yes"
export IMPL_wire_per_inst_um=16.46
export IMPL_crit_fanout=20
export IMPL_clock_sinks=160
export IMPL_areaGrowthSynthToFinish_pct=28.43
export IMPL_critPathSlowestCell="and3b_2"
export IMPL_syn_avg_cell_area_um2=26.26
export IMPL_coreArea_um2=17300
export IMPL_dp_hpwl_um=5021
export IMPL_post_place_cells=496
export IMPL_die_area_um2=18300
export IMPL_ios=71
export IMPL_cp_num_buf_inv=2
export IMPL_cp_top_family="buffers and inverters"
export IMPL_rsz0062_at_grt="false"
export IMPL_dp_slack_ns=1.725
export IMPL_report_power_total_mw=3.345
export IMPL_synth_area_mux_share=0.1366
export IMPL_holdPathStages=1
export IMPL_finalClockPeriodUsage=0.4990
export IMPL_whs_ns=0.5411
export IMPL_cp_start_kind="primary input"
export IMPL_slew_headroom=0.6010
export IMPL_arrival_ns=2.28
export IMPL_setup_viol=0
==> flip-flops by register name, indices dropped and copies added, names as in the netlist <==
name and flops:
R_data 32, memory 128
==> kinds of logic (layout without fill, tap and decap cells) <==
group / count (synthesis) / count (layout)
buffers and inverters: 7 / 107
DFF: 160 / 160
and+or+nand+nor: 4 / 4
muxes: 32 / 32
==> metal layers <==
layer / vias to the layer above / share of wire
met2: 121 / 0.48
met5: - / 0
met4: 0 / 0.016
li1: 1029 / -
met1: 1146 / 0.39
met3: 11 / 0.11
==> power breakdown <==
part | total, mW | switching, mW | internal [mW] | leakage, nW
combinational | 0.182 | 0.0627 | 0.119 | 0.534
clock | 1.42 | 0.605 | 0.813 | 0.282
sequential | 1.75 | 0.0208 | 1.73 | 1.45
total | 3.35 | 0.688 | 2.66 | 2.26
==> through the flow <==
step / cell area (µm²) / utilization
3_5_place_dp: 6260 / 0.3619
3_3_place_gp: 6260 / 0.3619
4_1_cts: 6845 / 0.3958
2_1_floorplan: 5330 / -
5_1_grt: 6845 / 0.3958
6_report: 6845 / 0.3958
==> cell type report <==
cell class	count	area share
sequential	160	0.6551
multi-input combinational	36	0.1122
timing repair buffer	75	0.1060
clock buffer	18	0.06416
tap	225	0.04113
clock inverter	14	0.02139
==> worst max path at each step <==
stage         slack, ns            end      start  cells past startpoint
CTS                2.18     R_data[24]  R_addr[0]                      3
global route       2.08     R_data[24]  R_addr[0]                      3
finish             2.20  memory[2][13]  W_addr[0]                      3
==> cell usage after synthesis <==
master | instances | share of area
buf_6 | 1 | 0.0021
buf_12 | 3 | 0.011
edfxtp_1 | 128 | 0.72
mux4_2 | 30 | 0.13
nor3b_1 | 1 | 0.0014
dfxtp_1 | 32 | 0.12
buf_2 | 3 | 0.0028
and3b_1 | 2 | 0.0033
and3_1 | 1 | 0.0012
mux4_1 | 2 | 0.0099
Power and IR drop assume default switching activity.
